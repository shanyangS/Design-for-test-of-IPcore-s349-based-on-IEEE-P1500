===== ./run.sh =====
#!/bin/bash
# OpenROAD 26Q1-2900-gdf79404cd8, Yosys 0.63+post, stock flow scripts
make -C /OpenROAD-flow-scripts/flow DESIGN_CONFIG=/design/flow/config.mk WORK_HOME=/design/flow/orfs finish

===== ./config.mk =====
export PLATFORM = sky130hd
export DESIGN_NAME = WIR
export DESIGN_NICKNAME = WIR
export VERILOG_FILES = /design/flow/design.v
export SDC_FILE = /design/flow/constraint.sdc
export NUM_CORES = 4
export LEC_CHECK = 1
export CORE_AREA = 10 10 70 70
export DIE_AREA = 0 0 80 80

===== ./constraint.sdc =====
current_design WIR

set clk_period 1.0
set clk_io_pct 0.2

create_clock -name clk0 -period $clk_period [get_ports {WRCK}]

set non_clock_inputs [all_inputs -no_clocks]
set_input_delay [expr $clk_period * $clk_io_pct] -clock clk0 $non_clock_inputs
set_output_delay [expr $clk_period * $clk_io_pct] -clock clk0 [all_outputs]

===== ./design.v =====
`timescale 1ns/10ps
module my_and(a,b,c);
  input  a,b;
  output c;
  assign c = a & b;
endmodule
module my_or(a,b,c);
  input  a,b;
  output c;
  assign c = a | b;
endmodule
module my_not(a,b);
  input  a;
  output b;
  assign b = ~a;
endmodule
module D_FF(clk, d, q);
input clk,d;
output reg q;
always@(posedge clk) 
	begin
		q <= d;
	end
endmodule
module mux21(a,b,s,y);
  input a,b,s;
  output y;  
assign y=(s)?b:a;
endmodule
module shift_register(e, clk, din, dout, WRSTN);  
input clk,WRSTN,e;  
input [2:0] din;  
output reg[2:0] dout;  
always @(posedge clk or negedge WRSTN)  
begin
	if(!WRSTN)
	begin
		dout <= 3'b0;
	end
	else if(e)
	begin  
		dout <= din[2:1];  
	end
end  
endmodule  
module Id_UR
(
	input[2:0] data_in,
	input UpdateWR,WRSTN,WRCK,
	output reg[2:0] data_out,
	output reg wir_bypass
);
always@(posedge WRCK or negedge WRSTN)
begin
	if(!WRSTN)
	data_out <= 4'b0;
	else if(UpdateWR)begin
	data_out <= data_in;begin
		if(data_out == 3'b0)
		wir_bypass <= 1;
		else
		wir_bypass <= 0;
		end
	end
end
endmodule
module WIR
(
	input CaptureWR,WPSE,UpdateWR,WRCK,WRSTN,ShiftWR,SelectWIR,
	input[2:0] wir_wsi,
	output wir_wpc,wir_extest,wir_intest,hold_inputs,hold_outputs,wir_wso
);
 wire and_wir1,wby_shift,and_wir2,wir_bypass;
 wire[2:0] dout_sr,data_out_IDUR; 
 my_and r1(ShiftWR,SelectWIR,and_wir1);
 shift_register r2(.e(and_wir1),.clk(WRCK),.WRSTN(WRSTN),.din(wir_wsi),.dout(dout_sr));
 D_FF r3(.clk(~WRCK),.d(dout_sr[2]),.q(wir_wso)); 
 Id_UR r4(.UpdateWR(UpdateWR),.WRSTN(WRSTN),.WRCK(WRCK),.data_in(dout_sr),.data_out(data_out_IDUR),
.wir_bypass(wir_bypass));
 my_and r5(ShiftWR,~SelectWR,wdr_shift);
 my_and r6(wdr_shift,wir_bypass,wby_shift);
 mux21 r7(.a(wdr_shift),.b(WPSE),.s(data_out_IDUR[0]),.y(mux_t1));
 mux21 r8(.a(~CaptureWR),.b(WPSE),.s(data_out_IDUR[0]),.y(mux_t2));
 D_FF r9(.clk(WRCK),.d(WPSE),.q(dff_out1));
 my_and r10(~WPSE,dff_out1,and_wir2);
 mux21 r11(.a(~CaptureWR),.b(~dff_out1),.s(data_out_IDUR[0]),.y(mux_t3));
 mux21 r13(.a(1'b1),.b(mux_t2),.s(data_out_IDUR[1]),.y(hold_inputs));
 mux21 r14(.a(1'b1),.b(mux_t3),.s(data_out_IDUR[1]),.y(hold_outputs));
 Id_UR r15(.data_in(dout_sr),.UpdateWR(UpdateWR),.WRSTN(WRSTN),.WRCK(WRCK),.data_out(data_out_IDUR),.wir_bypass(wir_bypass));
 assign wir_wpc = data_out_IDUR[0];
 assign wir_extest = data_out_IDUR[1];
 assign wir_intest = data_out_IDUR[2];
endmodule

==> summary.txt <==
impl run done, here's what came out: H-tree levels 1, antenna violations before repair 0, DR vias/cell 2.345, Synth Flop Type dfrtp_1, syn_area_per_cell 12.58 µm², Max Cap Violations 0, hold crit path type input pin to asynchronous set/reset pin, failing checks setup timing, drt pass-1 iters 4, worst hold margin between 0.15 and 0.2 ns, io pins 16, Core Region 3416 µm², outcome finished with violations, Final period util 127.6%, Clock Latency Late Sink 0.24 ns, top cells by count, synth dfrtp_1 (4), buf_4 (2), mux2_2 (2), mux2_4 (2), nor2b_1 (2), Period minus WS final 1.276 ns, Yosys reg bits 5, area grow syn2layout 100.0%, synth unique cells 11, Clock Skew 0.002507 ns, Final Max Tran Viols 0, hpwl dp 520.1 µm, Ant. Diodes 0, Leak around 0.19 nW, Power Dens Cells 1525 nW/µm², Die Ht ~80 µm, number of nets with antenna violations after routing 0, count of tool warnings 28, wire per inst between 8 and 9 µm, Post-Route WL 690 µm, Max Freq between 0.7 and 0.8 GHz, row count 21, PortBufs 12, asr flop ratio synth between 80% and 90%, most frequent cell after synthesis dfrtp_1, Initial DRC Count 4, Max-area cell share 44.20%, RSZ-0062 raised after global routing yes, Max Fanout on Critical Path 3, crit path capture type output port, Die Size 6400 µm², root buffer cell clkbuf_4, Via Count 197, Mapped Cells 18, yosys cell count 18, Top cells by area dfrtp_1 (44%), mux2_4 (13%), mux2_2 (9.9%), dfxtp_1 (8.8%), buf_4 (6.6%), Post-Synthesis Cell Area 226.5 µm², Crit Path Class flop to output port, Gate Area 100.1 µm², fill count 394, EDFF count, synth 0, global-route wire length before repair 966 µm, Util after Layout about an eighth, vias in the first global route 193, Final setup viols 4, DRC violations left 0, Yosys top cell by area dfrtp_1, CTS Buffer Depth 2, largest net degree at the start of global routing 5, register area 120.1 µm², share of layout cells above drive strength 1 50.00%, GRT Residual Overflow 0, critical path startpoint category flop, Sink Count 5, CTS tree yes, Global Route Usage Sum 2.020%, GP Congestion 0.7656, TritonCTS Buffers 3, chip width 80 µm, FP Util under 10%, Hold Vio Cnt, Final 0, yosys stat area 226.5 µm², Worst Setup Slack, final -0.2762 ns, data arrival time of the worst path 1.08 ns, CTS clk-pin slew, worst paths 0.04 ns, Seq/Total Area, Yosys between 50% and 60%, Peak VDD IR 0.3804 mV, CP Data Required Time 0.80 ns, Syn. warnings 12
worst max-delay path, stage by stage, from the launching register on:
cell     delay, ns
dfrtp_1       0.38
buf_6         0.12
nor2b_1       0.12
o21ai_1       0.11
buf_2         0.11
final timing paths:
path | depth (start not counted) | slack [ns] | from | endpoint
worst min-delay path | 1 | 0.16 | WRSTN | r15.data_out[0]
worst max-delay path | 4 | -0.28 | r15.data_out[0] | hold_inputs
max in group asynchronous | 1 | 0.67 | WRSTN | r2.dout[0]
worst max register to register | 4 | -0.08 | r15.data_out[0] | r15.data_out[0]
worst min register to register | 1 | 0.51 | r2.dout[1] | r2.dout[1]
min in group clk0 | 1 | 0.46 | WPSE | r9.q
registers in the layout (all words and copies together) (netlist names):
signal	count
r15.data_out	2
r2.dout	2
r9.q	1
per-layer routing:
metal	global-route usage, %	share of wire, %	up-vias	wire (µm)
li1	-	-	97	-
met1	2.545	51	84	353
met2	1.926	27	16	188
met3	2.727	21	0	148
met4	0.1761	0	0	0
met5	0	0	-	0
final cells by class:
cell class	instances	share of cell area, %
clock buffer	4	5.801
multi-input combinational	12	22.10
sequential	5	26.52
tap	46	12.71
timing repair buffer	17	32.87
cells in the final DEF (no fill, tap or decap):
cell type	instances
clkbuf_2	2
clkdlybuf4s50_1	8
buf_2	2
nand2_2	1
mux2_4	2
clkbuf_1	1
nor2b_1	1
and2_4	1
dfxtp_1	1
conb_1	2
nor2b_2	1
buf_6	3
clkbuf_4	3
o21ai_1	2
buf_4	2
dfrtp_1	4
mux2_2	2
logic make-up (layout without fill, tap and decap cells):
| logic type | count (synthesis) | after routing | share of synthesized area, % |
|---|---|---|---|
| flip-flops | 5 | 5 | 53.04 |
| multiplexers | 4 | 4 | 23.20 |
| AND/OR/NAND/NOR | 4 | 4 | 11.05 |
| AND-OR/OR-AND | 2 | 2 | 4.416 |
| buffers and inverters | 2 | 21 | 6.628 |
| other | 1 | 2 | 1.656 |
metrics by stage:
stage	setup slack, ns	total power [mW]	area [µm²]	setup TNS [ns]	cells
after CTS	-0.2919	0.6915	451.7	-0.8009	83
after global placement	-0.5576	0.4125	400.4	-1.845	76
final	-0.2762	0.6906	452.9	-0.8640	84
after detailed placement	-0.5752	0.4166	400.4	-1.891	76
after global routing	-0.3595	0.7425	452.9	-1.107	84
after floorplan	0.2369	0.3043	230.2	0	19
report_power, final:
part	total [mW]	internal, mW	switching (mW)	leakage, nW
registers	0.250	0.233	0.0174	0.0555
clock network	0.228	0.150	0.0775	0.0150
logic	0.212	0.154	0.0581	0.120
repair_timing:
action	CTS	global route
gates resized	15	3
endpoints found under the setup margin	4	5
pin swaps	1	1
hold buffers	0	0
setup buffers	4	1
endpoints found under the hold margin	0	0
Power figures rest on the tool's default switching activity, not on a simulated workload.
